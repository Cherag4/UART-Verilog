File: design/flow/design.v
module baud_gen #(parameter THRESHOLD = 10) (
    input  clk,           
    input  reset,         
    output reg tick       
);
    reg [15:0] counter;
    always @(posedge clk) begin
        if (reset) begin
            counter <= 0;
            tick    <= 0; 
        end else if (counter == THRESHOLD - 1) begin
            tick    <= 1; 
            counter <= 0;
        end else begin
            tick    <= 0; 
            counter <= counter + 1;
        end
    end
endmodule
module uart_tx (
    input  clk,         
    input  reset,       
    input  tick,          
    input  start,         
    input  [7:0] data,    
    output reg tx_pin,    
    output reg active     
);
    localparam IDLE  = 2'b00, 
               START = 2'b01, 
               DATA  = 2'b10, 
               STOP  = 2'b11;
    reg [1:0] state;
    reg [3:0] s_count;    
    reg [2:0] b_count;    
    reg [7:0] b_reg;      
    always @(posedge clk) begin
        if (reset) begin
            state   <= IDLE; 
            tx_pin  <= 1'b1;  
            active  <= 0; 
            s_count <= 0; 
            b_count <= 0; 
            b_reg   <= 0;
        end else begin
            case (state)
                IDLE: begin
                    tx_pin <= 1; 
                    active <= 0;
                    if (start) begin 
                        b_reg   <= data; 
                        state   <= START; 
                        s_count <= 0; 
                    end
                end
                START: begin
                    active <= 1; 
                    tx_pin <= 0;  
                    if (tick) begin
                        if (s_count == 15) begin 
                            state   <= DATA; 
                            s_count <= 0; 
                            b_count <= 0; 
                        end else begin
                            s_count <= s_count + 1;
                        end
                    end
                end
                DATA: begin
                    tx_pin <= b_reg[b_count];  
                    if (tick) begin
                        if (s_count == 15) begin
                            s_count <= 0;
                            if (b_count == 7) begin
                                state <= STOP;
                            end else begin
                                b_count <= b_count + 1;
                            end
                        end else begin
                            s_count <= s_count + 1;
                        end
                    end
                end
                STOP: begin
                    tx_pin <= 1;  
                    if (tick) begin
                        if (s_count == 15) begin
                            state <= IDLE;
                        end else begin
                            s_count <= s_count + 1;
                        end
                    end
                end
            endcase
        end
    end
endmodule
module uart_rx (
    input  clk,           
    input  reset,         
    input  s_tick,        
    input  rx_pin,        
    output reg [7:0] data,   
    output reg rx_done    
);
    localparam IDLE  = 2'b00, 
               START = 2'b01, 
               DATA  = 2'b10, 
               STOP  = 2'b11;
    reg [1:0] state;
    reg [3:0] s_count;    
    reg [2:0] b_count;    
    reg [7:0] b_reg;      
    always @(posedge clk) begin
        if (reset) begin
            state   <= IDLE; 
            rx_done <= 0; 
            data    <= 0;
            s_count <= 0; 
            b_count <= 0; 
            b_reg   <= 0;
        end else begin
            rx_done <= 0;
            case (state)
                IDLE: begin
                    if (rx_pin == 0) begin  
                        state   <= START; 
                        s_count <= 0; 
                    end
                end
                START: begin
                    if (s_tick) begin
                        if (s_count == 7) begin 
                            state   <= DATA; 
                            s_count <= 0; 
                            b_count <= 0; 
                        end else begin
                            s_count <= s_count + 1;
                        end
                    end
                end
                DATA: begin
                    if (s_tick) begin
                        if (s_count == 15) begin
                            s_count <= 0;
                            b_reg   <= {rx_pin, b_reg[7:1]};  
                            if (b_count == 7) begin
                                state <= STOP;
                            end else begin
                                b_count <= b_count + 1;
                            end
                        end else begin
                            s_count <= s_count + 1;
                        end
                    end
                end
                STOP: begin
                    if (s_tick) begin
                        if (s_count == 15) begin 
                            data    <= b_reg;    
                            rx_done <= 1;        
                            state   <= IDLE; 
                        end else begin
                            s_count <= s_count + 1;
                        end
                    end
                end
            endcase
        end
    end
endmodule
module uart_top (
    input  clk, 
    input  reset, 
    input  start,
    input  [7:0] tx_data,
    output [7:0] rx_data,
    output rx_done, 
    output tx_wire
);
    wire baud_tick;
    baud_gen #(.THRESHOLD(10)) b_gen (
        .clk(clk), 
        .reset(reset), 
        .tick(baud_tick)
    );
    uart_tx tx_u (
        .clk(clk), 
        .reset(reset), 
        .tick(baud_tick), 
        .start(start), 
        .data(tx_data), 
        .tx_pin(tx_wire)
    );
    uart_rx rx_u (
        .clk(clk), 
        .reset(reset), 
        .s_tick(baud_tick), 
        .rx_pin(tx_wire), 
        .data(rx_data), 
        .rx_done(rx_done)
    );
endmodule
File: design/flow/constraint.sdc
current_design uart_top

set clk_period 2.8
set clk_io_pct 0.2

create_clock -name clk0 -period $clk_period [get_ports {clk}]

set non_clock_inputs [all_inputs -no_clocks]
set_input_delay [expr $clk_period * $clk_io_pct] -clock clk0 $non_clock_inputs
set_output_delay [expr $clk_period * $clk_io_pct] -clock clk0 [all_outputs]
File: design/flow/run.sh
#!/bin/bash
# OpenROAD 26Q1-2900-gdf79404cd8, Yosys 0.63+post, stock flow scripts
make -C /OpenROAD-flow-scripts/flow DESIGN_CONFIG=/design/flow/config.mk WORK_HOME=/design/flow/orfs finish
File: design/flow/config.mk
export PLATFORM = sky130hd
export DESIGN_NAME = uart_top
export DESIGN_NICKNAME = uart_top
export VERILOG_FILES = /design/flow/design.v
export SDC_FILE = /design/flow/constraint.sdc
export NUM_CORES = 4
export LEC_CHECK = 1
export CORE_UTILIZATION = 30
==> impl_metrics.env <==
# source this file to load flow results
export IMPL_rsz0062_at_grt="no"
export IMPL_die_w_um=99.3
export IMPL_ys_warn_count=3
export IMPL_met1_usage_pct=17.0
export IMPL_htreeDepth=3
export IMPL_via_count=2266
export IMPL_wl_per_cell_um=11.7
export IMPL_drtIter0Drc=70
export IMPL_chipArea_um2=9850
export IMPL_synth_cell_types=54
export IMPL_rrSetupSlack_ps=810
export IMPL_hp_class="flop to flop"
export IMPL_ys_sh_adder_pct=3.53
export IMPL_path_class="flop to flop"
export IMPL_antenna_found_initial=0
export IMPL_enable_flop_cells=0
export IMPL_syn_area_per_cell_um2=9.24
export IMPL_yosys_area_share_aoi_pct=15.0
export IMPL_slew_limit_headroom_pct=50.9
export IMPL_grt_max_degree=18
export IMPL_power_density_nw_per_um2=559
export IMPL_start_kind="flop"
export IMPL_max_freq_mhz=503
export IMPL_ys_sh_simple_pct=23.3
export IMPL_die_height_um=99.3
export IMPL_power_total_uw=1870
export IMPL_cts_resized=0
export IMPL_r2r_end="rx_u.b_reg[7]"
export IMPL_yosysSeqAreaShare_pct=45.9
export IMPL_synthMuxAreaShare_pct=5.95
export IMPL_post_cts_buffers=0
export IMPL_yosysChipArea_um2=2840
export IMPL_skew_ps=3.11
export IMPL_pre_cts_slack_ps=480
export IMPL_clockBufferDepth=2
export IMPL_largest_register="b_gen.counter"
export IMPL_holdPathStages=2
export IMPL_outcome="finished, final reports clean"
export IMPL_hpwl_mm=3.49
export IMPL_cts_sinks=65
export IMPL_yosysTopAreaCellShare_pct=45.9
export IMPL_largest_reg_flops=16
export IMPL_rr_startpoint="rx_u.s_count[0]"
export IMPL_ff2ff_path_depth=5
export IMPL_rows=35
export IMPL_synth_flops=65
export IMPL_crit_fanout=10
export IMPL_netlist_logic_family_top="simple AND/OR/NAND/NOR gates"
export IMPL_openroad_warnings=26
export IMPL_io_pins=21
export IMPL_io_buffer_count=20
export IMPL_ys_sh_xor_pct=2.78
export IMPL_cts_tree="yes"
export IMPL_period_minus_slack_ps=1990
export IMPL_num_antenna_cells=0
export IMPL_grt_pass1_wl_mm=9.26
export IMPL_final_fill_count=931
export IMPL_ys_cells=307
export IMPL_place_gp_congestion=0.765
export IMPL_setup_viol_count_final=0
export IMPL_hold_viol_final=0
export IMPL_detail_route_antenna_nets=0
export IMPL_syn_inst=307
export IMPL_yosys_area_top_type="dfxtp_1"
export IMPL_setup_tns_ps=0
export IMPL_via_per_inst=5.08
export IMPL_use_met2_pct=17.6
export IMPL_min_delay_start="tx_u.b_reg[6]"
export IMPL_area_leaders="dfxtp_1 46%, a21oi_1 4.6%, nor2_1 4.2%"
export IMPL_dr_pass1_iters=5
export IMPL_leakage_uw=0.00123
export IMPL_worst_slew_pin_slew_ps=729
export IMPL_syn_area_um2=2840
export IMPL_synth_top_flop_cell="dfxtp_1"
export IMPL_fin_ws_ps=812
export IMPL_area_growth_pct=17.7
export IMPL_root_buffer="clkbuf_8"
export IMPL_routed_wl_mm=5.20
export IMPL_overflow=0
export IMPL_synthArstFlopShare_pct=0
export IMPL_ctsHoldBuffers=0
export IMPL_cp_arrival_ps=2190
export IMPL_slew_violations=0
export IMPL_worstPathRequired_ps=3000
export IMPL_first_global_vias=2118
export IMPL_layout_top_cell="dfxtp_1"
export IMPL_grtUsageTotal_pct=11.3
export IMPL_fin_crit_sh_pct=71.0
export IMPL_insertion_delay_ps=330
export IMPL_drc_errors=0
export IMPL_cap_violations=0
export IMPL_core_area_um2=9200
export IMPL_drive_above_1_share_pct=10.1
export IMPL_grt_busiest_layer="met2"
export IMPL_numCtsBuffers=9
export IMPL_final_cell_mix="65 x dfxtp_1, 32 x nor2_1, 28 x nand2_1"
export IMPL_gr_usage_met3_pct=2.36
export IMPL_path_clk_slew_ps=70
export IMPL_hold_end="tx_u.b_reg[6]"
export IMPL_ir_drop_uv=268
export IMPL_initial_core_util_pct=30.9
export IMPL_crit_path_end_kind="flop"
==> synth_stat cells, types with 2 or more instances <==
cell	n
a22oi_1	3
a31oi_1	2
mux2_2	3
and3_1	3
nand4_1	9
nor2b_1	3
a221o_1	2
and4_1	2
xor2_1	5
nor3_1	5
a22o_1	8
dfxtp_1	65
nand3_1	17
mux4_2	2
nand2_1	28
ha_1	8
or3_1	5
nor4_1	4
mux2i_1	9
buf_2	2
clkbuf_8	2
inv_1	6
nor2_1	32
o21ai_0	11
xnor2_1	4
a21oi_1	26
nand3b_1	2
clkbuf_1	6
o31ai_1	4
or4_1	5
==> critical path, cell delays in order, from the launching register on <==
cell	delay (ps)
dfxtp_1	370
ha_1	290
and3_1	400
nand3_1	450
mux2i_1	290
nor2_1	50
==> how the worst max path moves through the flow <==
stage                      startpoint       endpoint  slack, ps  cells after the start
after CTS             rx_u.s_count[0]  rx_u.b_reg[7]        820                      5
after global routing  rx_u.s_count[0]  rx_u.b_reg[7]        660                      5
final                 rx_u.s_count[0]  rx_u.b_reg[7]        810                      5
==> power breakdown <==
part           internal, uW  switching, uW  leakage, uW
clock network           436            360    0.0000985
registers               943           20.9     0.000527
logic                  52.2           55.4     0.000604
==> metrics by stage <==
step	std cells	area [um^2]	hold WS, ps	utilization (%)
6_report	446	3340	456	36.3
5_1_grt	446	3340	472	36.3
4_1_cts	446	3340	459	36.3
3_5_place_dp	430	3130	449	34.1
3_3_place_gp	430	3130	441	34.1
2_1_floorplan	307	2840	426	-
==> layout make-up <==
cell class	instances	area, um^2	share of cell area [%]
Clock buffer	10	138	4.12
Clock inverter	6	67.6	2.02
Inverter	6	22.5	0.674
Multi-Input combinational cell	223	1430	42.9
Sequential cell	65	1300	39.0
Tap cell	111	139	4.16
Timing Repair Buffer	25	238	7.12
==> layer usage <==
layer | share of wire [%] | up-vias
met3 | 3.4 | 5
met4 | 0.71 | 0
li1 | - | 1179
met1 | 52 | 1046
met5 | 0 | -
met2 | 44 | 36
==> logic make-up (layout without fill, tap and decap cells) <==
kind of cell,Yosys count,after routing
adder cells (fa/ha/maj),8,8
multiplexers,14,14
buffers and inverters,19,47
flip-flops,65,65
AND-OR/OR-AND,65,65
XOR/XNOR,9,9
AND/OR/NAND/NOR,127,127
Power figures rest on the tool's default switching activity, not on a simulated workload.
